===== design/flow/constraint.sdc =====
current_design spi_slave

set clk_period 2.0
set clk_io_pct 0.2

create_clock -name clk0 -period $clk_period [get_ports {SPI_SCK}]

set non_clock_inputs [all_inputs -no_clocks]
set_input_delay [expr $clk_period * $clk_io_pct] -clock clk0 $non_clock_inputs
set_output_delay [expr $clk_period * $clk_io_pct] -clock clk0 [all_outputs]

===== design/flow/run.sh =====
#!/bin/bash
# OpenROAD 26Q1-2900-gdf79404cd8, Yosys 0.63+post, stock flow scripts
make -C /OpenROAD-flow-scripts/flow DESIGN_CONFIG=/design/flow/config.mk WORK_HOME=/design/flow/orfs finish

===== design/flow/config.mk =====
export PLATFORM = sky130hd
export DESIGN_NAME = spi_slave
export DESIGN_NICKNAME = spi_slave
export VERILOG_FILES = /design/flow/design.v
export SDC_FILE = /design/flow/constraint.sdc
export NUM_CORES = 4
export LEC_CHECK = 1
export CORE_AREA = 10 10 104 104
export DIE_AREA = 0 0 114 114

===== design/flow/design.v =====
module spi_slave (reset,txEnable,txData,msb_lsb,SPI_SS,SPI_SCK,SPI_MOSI, SPI_MISO,done,rxData, diag);
  input reset,SPI_SS,SPI_SCK,SPI_MOSI,txEnable,msb_lsb;
  input [7:0] txData;
  output SPI_MISO;            
  output reg done;
  output reg [7:0] rxData;
  output reg [3:0] diag;
  reg [7:0] txReg,rxReg;
  reg [3:0] nb;
  wire serOut;
  assign serOut=msb_lsb?txReg[7]:txReg[0];
  assign SPI_MISO=( (!SPI_SS)&&txEnable )?serOut:1'bz;  
always @(posedge SPI_SCK or negedge reset)
  begin
    if (reset==0)
		begin rxReg <= 8'h00;  rxData <= 8'h00; done <= 0; nb <= 0; end    
	else if (!SPI_SS) begin 
		diag <= nb;
			if(msb_lsb==0)   
				begin rxReg <={SPI_MOSI,rxReg[7:1]}; end
			else      
				begin rxReg <={rxReg[6:0],SPI_MOSI}; end  
			nb<=nb+1;
			if(nb!=8) done<=0;
			else  begin rxData<=rxReg; done<=1; nb<=0; end
		end	  
  end
always @(negedge SPI_SCK or negedge reset)
  begin
	if (reset==0)
		begin txReg = 8'hFF; end
	else begin
		if(!SPI_SS) begin			
			if(nb==0) txReg=txData;
			else begin
			   if(msb_lsb==0)   
					begin txReg = {1'b1,txReg[7:1]}; end
			   else      
					begin txReg = {txReg[6:0],1'b1}; end			
			end
		end  
	 end  
  end  
endmodule

==> insert_results.sql <==
-- physical implementation figures
INSERT INTO impl_metrics (metric_group, metric, value, unit) VALUES
('layout', 'final_util', '26.5', '%'),
('synthesis', 'synth.distinct_cells', '26', ''),
('synthesis', 'syn-cell-area', '1560', 'um2'),
('synthesis', 'synth-warning-count', '2', ''),
('placement', 'numPortBuffers', '26', ''),
('die', 'placeableCoreArea', '8680', 'um2'),
('critical_path', 'cp-start-kind', 'flip-flop', ''),
('die', 'fp_util', '17.9', '%'),
('clocking', 'clockRootBuffer', 'sky130_fd_sc_hd__clkbuf_8', ''),
('synthesis', 'synth.largest_area_cell', 'sky130_fd_sc_hd__dfrtp_1', ''),
('drt', 'highest_layer', 'met4', ''),
('clocking', 'clock_latency', '340', 'ps'),
('drt', 'drt.antenna.violating_nets', '0', ''),
('die', 'number_of_placement_rows', '34', ''),
('synthesis', 'enable_flop_cells', '4', ''),
('hold_path', 'hold_end', 'txReg[6]', ''),
('critical_path', 'r2r_start', 'nb[1]', ''),
('hold_path', 'timing.hold.worst_path_depth', '2', ''),
('drt', 'finalWirelength', '3.57', 'mm'),
('grt', 'total_global_routing_overflow', '0', ''),
('clocking', 'cts_htree_levels', '2', ''),
('synthesis', 'yosys-top-cells-area', 'sky130_fd_sc_hd__dfrtp_1 (34%), sky130_fd_sc_hd__dfstp_2 (13%), sky130_fd_sc_hd__edfxtp_1 (7.7%)', ''),
('flow_run', 'cap_viol_max_count', '0', ''),
('final_timing', 'slew_headroom', '77.4', '%'),
('synthesis', 'post-synth-top-area-fraction', '33.7', '%'),
('layout', 'mostFrequentLayoutCell', 'sky130_fd_sc_hd__clkdlybuf4s50_1', ''),
('grt', 'gr-usage-all-layers', '5.48', '%'),
('drt', 'detail_route.drc_violations', '0', ''),
('run_status', 'run_status', 'complete, but fails checks', ''),
('critical_path', 'worst-endpoint-arrival', '2090', 'ps'),
('clocking', 'number_of_buffers_added_by_the_clock_tree_synthesis_step', '5', ''),
('critical_path', 'criticalPathCategory', 'reg2out', ''),
('synthesis', 'postSynth.asyncResetShare', '87.9', '%'),
('drt', 'drt_first_pass_iters', '4', ''),
('critical_path', 'critical_path_required', '1600', 'ps'),
('drt', 'detailroute.wirelength.met3', '226', 'um'),
('drt', 'routedLengthMet1', '1.78', 'mm'),
('layout', 'drive_above_1_share', '32.1', '%'),
('pwr', 'max-vdd-ir-drop', '0.568', 'mV'),
('die', 'dieHeight', '114', 'um'),
('critical_path', 'critPathCaptureType', 'primary output', ''),
('final_timing', 'worst-slew-pin-transition', '339', 'ps'),
('final_timing', 'postLayoutSetupSlackWorst', '-486', 'ps'),
('synthesis', 'synth-seq-cells', '33', ''),
('synthesis', 'ys_seq_share', '54.9', '%'),
('grt', 'wire_length_of_the_first_global_routing_pass', '5.84', 'mm'),
('final_timing', 'fin_worst_skew', '62.0', 'ps'),
('drt', 'viasPerCell', '3.81', ''),
('layout', 'sequential_cell_area', '856', 'um2'),
('layout', 'logic_area', '726', 'um2'),
('critical_path', 'timing.rr.end', 'txReg[4]', ''),
('hold_path', 'worstHoldStart', 'txReg[6]', ''),
('final_timing', 'setup_tns', '-2920', 'ps'),
('drt', 'via_count', '1125', ''),
('synthesis', 'synth.yosys.chip_area', '1560', 'um2'),
('grt', 'antenna_violations_before_repair', '0', ''),
('synthesis', 'main_synth_ff_type', 'sky130_fd_sc_hd__dfrtp_1', ''),
('synthesis', 'syn_inst', '135', ''),
('grt', 'maximum_number_of_pins_on_one_net_before_global_route_repair', '25', ''),
('drt', 'drt-wirelength-per-cell', '12.1', 'um'),
('pwr', 'p_leak', '0.978', 'nW'),
('drt', 'num_antenna_cells', '0', ''),
('final_timing', 'finalSetupViolations', '9', ''),
('clocking', 'clock_sinks', '33', ''),
('run_status', 'violations_in_the_final_reports', 'negative setup slack', ''),
('clocking', 'tritoncts', 'built', ''),
('final_timing', 'finalHoldViolCount', '0', ''),
('clocking', 'ctsLongestPathBuffers', '2', ''),
('die', 'full_die_area', '13000', 'um2'),
('synthesis', 'yosys_cells', '135', ''),
('placement', 'dpl.hpwl', '2.55', 'mm');
[worst max-delay path, cell delays in order, from the launching register on]
cell and delay (ps):
sky130_fd_sc_hd__dfstp_2 520, sky130_fd_sc_hd__mux2_4 150, sky130_fd_sc_hd__buf_6 80
[worst max-delay path by stage]
stage | from | to | slack, ps | cells past startpoint
final | txReg[7] | SPI_MISO | -490 | 2
after global routing | txReg[7] | SPI_MISO | -540 | 2
after CTS | txReg[7] | SPI_MISO | -510 | 2
[where the power goes]
group | switching [W] | total (W) | internal (W) | leakage, nW
registers | 0.000162 | 0.00112 | 0.000956 | 0.396
clock network | 0.000262 | 0.000531 | 0.000268 | 0.0821
logic | 0.000379 | 0.000997 | 0.000618 | 0.500
[final cells by class]
type	count	area share [%]
flip-flops and latches	33	37.3
multi-input cells	90	31.6
well taps	108	5.89
clock inverters	8	1.31
repair buffers	45	19.9
clock buffers	8	3.49
inverters	3	0.490
[routing by layer]
metal,vias up,GRT usage (%)
met5,-,0
met3,2,1.97
met4,0,0.585
met2,23,7.63
met1,528,8.25
li1,572,-
[cell usage after synthesis, types with 2 or more instances]
cell	n
sky130_fd_sc_hd__edfxtp_1	4
sky130_fd_sc_hd__dfrtp_1	21
sky130_fd_sc_hd__nor2b_1	8
sky130_fd_sc_hd__mux2_2	3
sky130_fd_sc_hd__a211oi_1	6
sky130_fd_sc_hd__clkbuf_1	4
sky130_fd_sc_hd__mux2i_1	9
sky130_fd_sc_hd__inv_1	4
sky130_fd_sc_hd__mux2_4	7
sky130_fd_sc_hd__dfstp_2	8
sky130_fd_sc_hd__ha_1	2
sky130_fd_sc_hd__nor2_1	12
sky130_fd_sc_hd__nand2_1	17
sky130_fd_sc_hd__buf_4	2
sky130_fd_sc_hd__o31ai_1	8
sky130_fd_sc_hd__o21ai_0	10
[per-stage QoR]
stage | setup WS (ps) | instance area (um2) | std cells | total power (W) | hold WS [ps]
3_5_place_dp | -536 | 2080 | 277 | 0.00201 | 477
3_3_place_gp | -534 | 2080 | 277 | 0.00199 | 472
5_1_grt | -538 | 2300 | 295 | 0.00285 | 510
4_1_cts | -509 | 2250 | 294 | 0.00262 | 482
6_report | -486 | 2300 | 295 | 0.00265 | 481
2_1_floorplan | -360 | 1570 | 135 | 0.00158 | 104
[kinds of logic after synthesis]
logic type                 synth area share, %
muxes                                     14.7
and+or+nand+nor                           13.2
xor gates and xnor gates                  1.12
DFF                                       54.9
buffers and inverters                     3.93
adders and majority gates                 1.61
AOI/OAI and AO/OA                         10.5
[flip-flops by register name, summed over array words and instances, names as in the netlist]
register  flops
txReg         8
diag          4
rxData        8
nb            4
done          1
rxReg         8
[repair_timing]
item / CTS / global route
resized: 18 / 8
setup endpoints to repair: 9 / 9
buffers inserted: 2 / 1
pin swaps: 3 / 6
No activity file was given, so power comes from the tool's default toggle rates.
