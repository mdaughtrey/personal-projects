### /design/flow/run.sh
#!/bin/bash
# OpenROAD 26Q1-2900-gdf79404cd8, Yosys 0.63+post, stock flow scripts
make -C /OpenROAD-flow-scripts/flow DESIGN_CONFIG=/design/flow/config.mk WORK_HOME=/design/flow/orfs finish
### /design/flow/config.mk
export PLATFORM = sky130hd
export DESIGN_NAME = fpga_top
export DESIGN_NICKNAME = fpga_top
export VERILOG_FILES = /design/flow/design.v
export SDC_FILE = /design/flow/constraint.sdc
export NUM_CORES = 4
export LEC_CHECK = 1
export CORE_UTILIZATION = 50
### /design/flow/constraint.sdc
current_design fpga_top

set clk_period 4.4
set clk_io_pct 0.2

create_clock -name clk0 -period $clk_period [get_ports {WF_CLK}]

set non_clock_inputs [all_inputs -no_clocks]
set_input_delay [expr $clk_period * $clk_io_pct] -clock clk0 $non_clock_inputs
set_output_delay [expr $clk_period * $clk_io_pct] -clock clk0 [all_outputs]
### /design/flow/design.v
module WF_BL_7seg_if (
	input clk,
	input scan_enable,    
	input [3:0] digit0,     
	input [3:0] digit1,
	input [3:0] digit2,
	input [3:0] digit3,
	input [1:0] colon,    
	output reg CLK_OUT,
	output     LOAD,
	output     DOUT
);
   reg [4:0] digit;     
   reg       clk_en;    
   reg [4:0] seg_index;
   reg [3:0] current_digit;
   reg [7:0] segments;
   reg [7:0] data_out;  
     always @ (posedge clk)
       begin
         if (digit == 5'h0)      
           digit <= 5'h01;
         if (clk_en && seg_index == 5'd31)  
	   digit <= {digit[3:0],digit[4]};    
       end
     always @ (posedge clk)
       begin
         if (scan_enable)
           begin
             clk_en      <= 1'b1;
             seg_index   <= 5'b0;
           end
         if (clk_en)
           begin
	     if (seg_index == 5'd31)    
               clk_en <= 1'b0;
	     seg_index <= seg_index + 5'h1;
           end
       end    
     always @ (posedge clk)
       if (clk_en )
         begin
           if (seg_index[0])  
	     begin
	       if(seg_index == 5'd15)  
                 data_out <= {digit[4],3'b000,digit[3:0]};
               else
                 data_out <= {data_out[6:0],1'b0};
             end
         end
       else
         data_out<= (digit[4]) ? {6'h0,colon} : segments;  
     assign LOAD = ~clk_en;
     assign DOUT = data_out[7];
     always @ (posedge clk)
       if (clk_en)
         CLK_OUT <= ~CLK_OUT;
       else
         CLK_OUT <= 1'b0;    
   always @(*)     
      case (digit[4:0])   // synthesis parallel_case
        5'h1 : current_digit = digit0;
        5'h2 : current_digit = digit1;
        5'h4 : current_digit = digit2;
        default: current_digit = digit3;    
     endcase
   always @(*)
      case (current_digit) 
        4'h0 : segments = {1'b1,1'b1,1'b0,1'b0,1'b0,1'b0,1'b0,1'b0};
        4'h1 : segments = {1'b1,1'b1,1'b1,1'b1,1'b1,1'b0,1'b0,1'b1};
        4'h2 : segments = {1'b1,1'b0,1'b1,1'b0,1'b0,1'b1,1'b0,1'b0};
        4'h3 : segments = {1'b1,1'b0,1'b1,1'b1,1'b0,1'b0,1'b0,1'b0};
        4'h4 : segments = {1'b1,1'b0,1'b0,1'b1,1'b1,1'b0,1'b0,1'b1};
        4'h5 : segments = {1'b1,1'b0,1'b0,1'b1,1'b0,1'b0,1'b1,1'b0};
        4'h6 : segments = {1'b1,1'b0,1'b0,1'b0,1'b0,1'b0,1'b1,1'b1};
        4'h7 : segments = {1'b1,1'b1,1'b1,1'b1,1'b1,1'b0,1'b0,1'b0};
        4'h8 : segments = {1'b1,1'b0,1'b0,1'b0,1'b0,1'b0,1'b0,1'b0};
        4'h9 : segments = {1'b1,1'b0,1'b0,1'b1,1'b1,1'b0,1'b0,1'b0};
        4'ha : segments = {1'b1,1'b0,1'b0,1'b0,1'b1,1'b0,1'b0,1'b0};
        4'hb : segments = {1'b1,1'b0,1'b0,1'b0,1'b0,1'b0,1'b1,1'b1};
        4'hc : segments = {1'b1,1'b0,1'b1,1'b0,1'b0,1'b1,1'b1,1'b1};
        4'hd : segments = {1'b1,1'b0,1'b1,1'b0,1'b0,1'b0,1'b0,1'b1};
        4'he : segments = {1'b1,1'b0,1'b0,1'b0,1'b0,1'b1,1'b1,1'b0};
        4'hf : segments = {1'b1,1'b0,1'b0,1'b0,1'b1,1'b1,1'b1,1'b0};
     endcase
endmodule
module WF_timer (
    input  wire clk,
    input  wire enable,
    output reg  timer_pulse
);
parameter [16:0] COUNT = 499;
parameter       EVERY_CLK = 1'b0;
 reg [16:0] counter;
 always @ (posedge clk)
     if (enable)
       begin
         if (counter == COUNT)
           begin
             timer_pulse <= 1'b1;
             counter     <= 'b0;
           end
        else
          begin
           counter     <= counter + 'b1;
           if (EVERY_CLK)   
            timer_pulse <= 1'b0;
          end
       end
     else
         timer_pulse <= 1'b0;
endmodule
module fpga_top(
    input wire WF_CLK,
    input wire SPI0_CLK,
    input wire SPI0_MOSI,
    input wire SPI0_CS,
    output wire SPI0_MISO,
	output wire CLK_7SEG,
	output wire DOUT_7SEG,
	output wire LOAD_7SEG,
	output wire MYLED
);
wire [0:0] spiRxReady;
reg [7:0] regTx = 8'b01010101;
reg [3:0] rxIndex = 0;
reg [7:0] memory [0:7];
wire [0:0] two_ms;
wire [0:0] one_s;
wire [7:0] spiRx;
reg[0:0] spiReset;
initial begin
	spiReset = 1;
end
WF_timer #(.COUNT(31916), .EVERY_CLK(1'b1)) two_msec(
           .clk(WF_CLK),
           .enable(1'b1),
           .timer_pulse(two_ms));
WF_timer #(.COUNT(500), .EVERY_CLK(1'b1)) one_sec(
           .clk(two_ms),
           .enable(1'b1),
           .timer_pulse(one_s));
always @(posedge one_s)
begin
    if (digit2 == 15)
    begin
    	digit3 <= digit3 + 1;
    end
	digit2 <= digit2 + 1;
end
reg [3:0] digit0;     
reg [3:0] digit1;
reg [3:0] digit2 = 3;
reg [3:0] digit3 = 4;
reg [1:0] colon = 2'b00;    
WF_BL_7seg_if seg7(
	.clk(WF_CLK),
	.scan_enable(two_ms),
	.digit0(digit0),     
	.digit1(digit1),
	.digit2(digit2),
	.digit3(digit3),
	.colon(colon),    
	.CLK_OUT(CLK_7SEG),
	.LOAD(LOAD_7SEG),
	.DOUT(DOUT_7SEG)
);
always @(diag)
begin
	digit0 <= spiRx[3:0];
    digit1 <= spiRx[7:4];
end
endmodule
==> results.yml <==
# synthesis and place-and-route metrics
run_status:
  status: "complete, no violations"
worst_setup_path:
  critPathCaptureType: "register"
  slowest_delay_ps: 490
  path_class: "register to register"
  cp-start-kind: "register"
  path_cells: "nor4_4 -> nand2_2 -> a21oi_1 -> inv_1 -> ha_1 -> mux4_2 -> nand2_1 -> o21ai_1 -> a32o_1"
  cpLargestDelayFamily: "simple AND/OR/NAND/NOR gates"
  worst_ep_required_time_ps: 4450
  cpMaxStageDelayCell: "mux4_2"
  critPathBufInv: 1
  crit_path_max_fanout: 20
  arrival_ps: 3060
place:
  dpl_cell_area_sq_um: 3170
  port_buffers: 3
  dp.final_hpwl_um: 3600
  gp_congestion: 0.795
  pre_cts_ws_ps: 1430
  dp.cells: 386
yosys:
  ys_ff: 64
  syn_inst: 319
  synth-edff-count: 22
  ys_chip_area_sq_um: 3110
  ys_types: 53
  ys.flop_type: "dfxtp_1"
  yosys_warnings: 15
  largest_area_cell: "dfxtp_1"
  postSynthAreaPerCell_sq_um: 9.75
  synth_area_sq_um: 3110
  yosysCellCount: 319
  async_flop_share_pct: 0
  area_leaders: "dfxtp_1 27%, edfxtp_1 21%, xor2_1 5.1%"
  ys_seq_share_pct: 48.3
  synth.most_common_cell: "dfxtp_1"
  common_cells: "42 x dfxtp_1, 39 x nor2_1, 27 x nand2_1"
  synth_top_area_share_pct: 27.0
cts:
  worstSkewPairLatency_ps: 290
  ctsResizeCount: 0
  ctsHtreeMaxLevel: 2
  root_buffer: "clkbuf_8"
  postCtsSetupBuffers: 0
  cts_tree: "done"
  clkSlewWorstSetupHoldPaths_ps: 80
  cts_buffer_depth: 2
  cts_hold_buf: 0
  cts_buffers: 5
hold_path:
  hold_class: "register to register"
flow_run:
  warning_count: 32
  drv_cap: 0
final_timing:
  tightest_slew_ps: 696
  slew_violations: 0
  setup_violations: 0
  whs_ps: 405
  finalCriticalPeriod_ps: 3020
  setup_tns_ps: 0
  finClkSkew_ps: 6.91
  maxSlewHeadroom_pct: 53.1
  unclocked_regs: 26
  rsz0062_at_grt: "false"
  fin_crit_sh_pct: 68.5
  fmax_mhz: 332
  finalWorstSetupSlack_ps: 1380
  hold_viol: 0
  untimed_endpoints: 30
pwr:
  power_mw: 0.613
  power_density_nw_per_um2: 188
  ir_worst_vdd_uv: 191
  p_leak_nw: 1.23
layout:
  final_cell_count_no_fill: 394
  drive_gt1_share_pct: 5.96
  area_growth_pct: 5.15
  utilization_pct: 54.9
  design_area_sq_um: 3270
die:
  dieWidth_um: 80.9
  io_pins: 9
  row_count: 28
  die_y_um: 80.9
  die_area_sq_um: 6540
  core_sq_um: 5960
  fp_util_pct: 52.2
detailed_routing:
  wl_per_cell_um: 12.8
  ant_nets: 0
  drc: 0
  detail_route.iter0.violations: 91
  first_pass_iters: 4
  via_per_inst: 5.35
  totalWireLength_um: 5050
  vias: 2107
  antennaDiodeCount: 0
grt:
  grt_pass1_vias: 1912
  grt_util_all_layers_pct: 16.9
  grt_max_degree: 21
  antenna_found_initial: 0
  grt_overflow: 0
  grt_pass1_wl_um: 8370
-- worst paths after layout --
kind / startpoint / endpoint / slack [ps] / cells after the start
worst max-delay path: seg7.digit[4]$_SDFFCE_PN0P_ / seg7.data_out[0]$_DFFE_PP_ / 1380 / 9
worst min-delay path: seg7.CLK_OUT$_SDFF_PN0_ / seg7.CLK_OUT$_SDFF_PN0_ / 410 / 1
worst min register to register: seg7.CLK_OUT$_SDFF_PN0_ / seg7.CLK_OUT$_SDFF_PN0_ / 410 / 1
worst max register to register: seg7.digit[4]$_SDFFCE_PN0P_ / seg7.data_out[0]$_DFFE_PP_ / 1380 / 9
-- where the power goes --
part / leakage (nW) / internal (mW) / total (mW) / switching (mW)
clock: 0.0472 / 0.126 / 0.247 / 0.121
combinational: 0.589 / 0 / 0.0000262 / 0.0000256
sequential: 0.593 / 0.366 / 0.366 / 0
total: 1.23 / 0.492 / 0.613 / 0.121
-- metal layers --
metal | up-vias | global-route usage [%] | share of wire, %
li1 | 1105 | - | -
met1 | 981 | 26.1 | 51
met5 | - | 0 | 0
met3 | 2 | 2.62 | 2.0
met4 | 0 | 1.25 | 0.38
met2 | 19 | 27.3 | 46
-- worst reg2reg max path: stages (launching register included) --
cell and delay (ps):
edfxtp_1 480, nor4_4 380, nand2_2 310, a21oi_1 370
inv_1 80, ha_1 290, mux4_2 490, nand2_1 70
o21ai_1 80, a32o_1 230
-- logic make-up (layout without fill, tap and decap cells) --
group,count (synthesis),after routing,share of synthesized area (%)
adders and majority gates,12,12,4.83
buffers and inverters,29,28,4.06
muxes,9,9,3.78
other,1,2,0.121
and+or+nand+nor,126,126,20.0
xor gates and xnor gates,35,35,9.86
AOI/OAI and AO/OA,43,43,9.01
DFF,64,64,48.3
-- sequential cells by signal, indices dropped and copies added (netlist names) --
| name | flops |
|---|---|
| one_sec.counter | 17 |
| two_msec.counter | 17 |
| seg7.data_out | 8 |
| seg7.digit | 5 |
| seg7.seg_index | 5 |
| digit2 | 4 |
| digit3 | 4 |
| one_sec.timer_pulse | 1 |
| seg7.CLK_OUT | 1 |
| seg7.clk_en | 1 |
| two_msec.timer_pulse | 1 |
-- layout make-up --
cell class	instances	area, sq um
inverter	17	63.8
fill	545	2690
timing repair buffer	3	30.0
clock inverter	2	12.5
tap	75	93.8
sequential	64	1500
multi-input combinational	227	1490
clock buffer	6	82.6
-- placed cells by master, fill, tap and decap left out, types with 2 or more instances in the layout --
| cell type | Yosys | routed |
|---|---|---|
| and2_1 | 2 | 2 |
| xor2_1 | 18 | 18 |
| nor2_1 | 39 | 39 |
| mux2i_1 | 5 | 5 |
| conb_1 | 1 | 2 |
| mux2_2 | 2 | 2 |
| inv_1 | 17 | 17 |
| clkdlybuf4s50_1 | 0 | 3 |
| nand4_1 | 4 | 4 |
| nor3_1 | 2 | 2 |
| dfxtp_1 | 42 | 42 |
| o21ai_0 | 14 | 14 |
| xnor2_1 | 17 | 17 |
| clkbuf_8 | 0 | 6 |
| edfxtp_1 | 22 | 22 |
| nor4_1 | 5 | 5 |
| nand3_1 | 19 | 19 |
| nand2_1 | 27 | 27 |
| o211ai_1 | 2 | 2 |
| nor2b_1 | 3 | 3 |
| o21ai_1 | 4 | 4 |
| a211oi_1 | 2 | 2 |
| ha_1 | 12 | 12 |
| a31oi_1 | 2 | 2 |
| and3_1 | 13 | 13 |
| a21oi_1 | 6 | 6 |
| or2_2 | 3 | 3 |
| o31ai_1 | 2 | 2 |
Power figures rest on the tool's default switching activity, not on a simulated workload.
